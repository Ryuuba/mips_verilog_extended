`design/flow/run.sh`:
```
#!/bin/bash
# OpenROAD 26Q1-2900-gdf79404cd8, Yosys 0.63+post, stock flow scripts
make -C /OpenROAD-flow-scripts/flow DESIGN_CONFIG=/design/flow/config.mk WORK_HOME=/design/flow/orfs finish
```
`design/flow/config.mk`:
```
export PLATFORM = sky130hd
export DESIGN_NAME = barrel_shifter
export DESIGN_NICKNAME = barrel_shifter
export VERILOG_FILES = /design/flow/design.v
export SDC_FILE = /design/flow/constraint.sdc
export NUM_CORES = 4
export LEC_CHECK = 1
export CORE_UTILIZATION = 30
```
`design/flow/constraint.sdc`:
```
current_design barrel_shifter

set clk_period 4.6
set clk_io_pct 0.2

create_clock -name clk0 -period $clk_period

set non_clock_inputs [all_inputs -no_clocks]
set_input_delay [expr $clk_period * $clk_io_pct] -clock clk0 $non_clock_inputs
set_output_delay [expr $clk_period * $clk_io_pct] -clock clk0 [all_outputs]
```
`design/flow/design.v`:
```
module barrel_shifter(
  data_port,
  shamnt,
  mode,
  result
);
  input  wire mode;
  input  wire[31:0] data_port;
  input  wire[4:0] shamnt;
  output wire[31:0] result;
  assign result = (mode) ? data_port >> shamnt : data_port << shamnt;
endmodule
```
==> impl_metrics.yaml <==
# synthesis and place-and-route metrics
run_status:
  outcome: "finished clean"
grt:
  grt_usage: 0.296
  grt.overflow.total: 0
  grt_pass1_wl_mm: 28.5
  grt_max_degree: 37
  antenna_found_initial: 0
  grt_pass1_vias: 4579
critical_path:
  path_cells: "clkdlybuf4s50_1, mux2i_1, o21a_1, a222oi_1, buf_4, o2bb2ai_1, a221o_1, clkdlybuf4s50_1"
  crit_path_max_fanout: 7
  startpoint_type: "input pin"
  worstSetupPathType: "input pin to output pin"
  endpoint_kind: "output pin"
  critical_path.top_delay_family: "buffers and inverters"
  crit_top_cell: "clkdlybuf4s50_1"
  cp_slowest_cell: "clkdlybuf4s50_1"
  slowest_delay_ps: 670
  crit_buf_inv: 3
  crit_required_ps: 3680
  critical_path_arrival_ps: 3480
place:
  post_dp_cell_area_um2: 4780
  dp_slack_ps: 266
  hpwl_mm: 14.9
  gp_congestion: 1.02
  io_buffers: 70
floorplan:
  num_rows: 40
  io_pins: 70
  core-area_um2: 12200
  dieArea_um2: 13100
  fp.dieH_um: 114
  die_w_um: 114
  initCoreUtil: 0.312
sta:
  slew_headroom: 0.485
  worstMarginPinSlew_ps: 772
  period_used_share: 0.956
  fin_crit_ps: 4400
  hold_viol_final: 0
  setup_ws_ps: 201
  fmax_ghz: 0.227
  rsz0062_at_grt: "no"
  finalSetupViolations: 0
  fin_tns_setup_ps: 0
  fin_hold_ws_ps: 2780
  drv_slew: 0
synthesis:
  yosysWarningCount: 0
  synth_area_per_cell_um2: 7.63
  synth_cell_types: 64
  postSynthCellCount: 497
  seq_area_frac_synth: 0
  synth_area_um2: 3790
  ys_area_um2: 3790
  ys_cells: 497
min_path:
  min_path_type: "input pin to output pin"
layout:
  nClkBuffers: 0
  seq_cells: 0
  seq_area_um2: 0
  final_area_um2: 4780
  mi_logic_area_um2: 3480
  area_growth_pct: 26.2
  drive_above_1_share: 0.204
  fillers: 1248
detailed_routing:
  wl_per_cell_um: 26.2
  dr.pass1.iters: 8
  dr.first_iter.drc_count: 560
  wirelength_mm: 19.1
  drc: 0
  vias_per_cell: 6.75
  insertedDiodeCount: 0
  ant_nets: 0
  vias: 4917
job:
  drv_cap: 0
  warnings: 32
power_and_ir_drop:
  power_leakage_nw: 1.75
  total_power_mw: 0.613
  irDropWorstVdd_mv: 0.0597
  p_per_area_nw_per_um2: 128
clock_tree:
  cts-resized-gates: 0
  post_cts_buffers: 0
  cts.hold.buffers_added: 0
## cell families (layout without fill, tap and decap cells)
group / count (synthesis) / after routing / share of synthesized area
AOI/OAI and AO/OA: 165 / 165 / 0.323
buffers and inverters: 56 / 119 / 0.0809
muxes: 116 / 116 / 0.403
and+or+nand+nor: 160 / 160 / 0.192
## per-layer routing
metal	wire (um)	track usage	vias up
met5	0	0	-
met4	943	0.113	0
met3	2380	0.0798	80
met2	8250	0.447	376
met1	7520	0.408	2333
li1	-	-	2128
## layout make-up
type,count,area share
Multi-Input combinational cell,441,0.728
Timing Repair Buffer,115,0.224
Tap cell,168,0.0440
Inverter,4,0.00314
## power by group
group | internal [mW] | total [mW] | switching (mW) | leakage [nW]
registers | 0 | 0 | 0 | 0
logic | 0.278 | 0.613 | 0.335 | 1.75
clock network | 0 | 0 | 0 | 0
total | 0.278 | 0.613 | 0.335 | 1.75
## placed cells by master, fill, tap and decap left out, types with 3 or more instances in the layout
cell and n:
a211o_1 3, a211oi_1 12, a21oi_1 19, a221o_1 6, a221oi_1 7, a22oi_1 6
a31oi_1 7, a32oi_1 3, and3_1 3, buf_12 4, buf_4 43, clkdlybuf4s50_1 66
inv_1 3, mux2_1 4, mux2_2 32, mux2i_1 53, mux4_2 25, nand2_1 46
nand2b_1 8, nand3_1 17, nand3b_1 4, nor2_1 56, nor2b_1 6, nor3_1 3
nor4_1 4, o2111ai_1 5, o211ai_1 23, o21ai_0 9, o221ai_1 7, o22ai_1 23
o32ai_1 10, or2_2 3, or3_1 3
## Yosys cell counts (3+ instances only)
master / n / area (um^2)
o2111ai_1: 5 / 43.8
buf_2: 11 / 55.1
a211oi_1: 12 / 90.1
a22oi_1: 6 / 45.0
buf_6: 7 / 78.8
a32oi_1: 3 / 26.3
o22ai_1: 23 / 144
nor3_1: 3 / 15.0
inv_1: 3 / 11.3
a21oi_1: 19 / 95.1
o21ai_0: 9 / 45.0
nand3b_1: 4 / 30.0
mux2i_1: 53 / 531
a221oi_1: 7 / 61.3
or2_2: 3 / 18.8
buf_1: 4 / 15.0
and3_1: 3 / 18.8
mux4_2: 25 / 563
nor2b_1: 6 / 37.5
buf_4: 7 / 52.6
mux2_1: 4 / 45.0
o221ai_1: 7 / 61.3
nand2b_1: 8 / 50.1
mux2_2: 32 / 360
o32ai_1: 10 / 87.6
a221o_1: 6 / 60.1
a31oi_1: 7 / 43.8
nand3_1: 17 / 85.1
or3_1: 3 / 18.8
nor2_1: 56 / 210
a211o_1: 3 / 26.3
nand2_1: 46 / 173
nor4_1: 4 / 25.0
o211ai_1: 23 / 173
clkbuf_1: 22 / 82.6
## through the flow
step	utilization	std cells
after floorplan	-	497
after global placement	0.393	728
after detailed placement	0.393	728
after CTS	0.393	728
after global routing	0.393	728
final	0.393	728
## worst paths after layout
kind	from	end	slack [ps]	cells after the start
max	data_port[31]	result[21]	200	8
min	shamnt[3]	result[20]	2780	3
No activity file was given, so power comes from the tool's default toggle rates.
