`flow/run.sh`:
```
#!/bin/bash
# OpenROAD 26Q1-2900-gdf79404cd8, Yosys 0.63+post, stock flow scripts
make -C /OpenROAD-flow-scripts/flow DESIGN_CONFIG=/design/flow/config.mk WORK_HOME=/design/flow/orfs finish
```
`flow/config.mk`:
```
export PLATFORM = sky130hd
export DESIGN_NAME = alu
export DESIGN_NICKNAME = alu
export VERILOG_FILES = /design/flow/design.v
export SDC_FILE = /design/flow/constraint.sdc
export NUM_CORES = 4
export LEC_CHECK = 1
export CORE_UTILIZATION = 30
```
`flow/constraint.sdc`:
```
current_design alu

set clk_period 19.1
set clk_io_pct 0.2

create_clock -name clk0 -period $clk_period

set non_clock_inputs [all_inputs -no_clocks]
set_input_delay [expr $clk_period * $clk_io_pct] -clock clk0 $non_clock_inputs
set_output_delay [expr $clk_period * $clk_io_pct] -clock clk0 [all_outputs]
```
`flow/design.v`:
```
module alu(a, b, aluop, flagz, salida);
    parameter   n = 32;
    input wire  [n-1:0]a;
    input wire  [n-1:0]b;
    input wire  [2:0] aluop;
    output wire [n-1:0] salida;
    output wire flagz;
    wire[n-1:0] wb, w_and, w_or, wsum, w_sign, wres;
    assign wb = (aluop[2] == 0) ? b : ~b ;
    assign w_and = (a & wb);
    assign w_or = (a | wb);
    assign wsum = (a + wb + aluop[2]);
    assign w_sign[n-1:1] = 0;
    assign w_sign[0] = wsum[n-1];
    assign wres = (aluop[1:0] == 0) ? w_and : 
                  (aluop[1:0] == 1) ? w_or  : 
                  (aluop[1:0] == 2) ? wsum  : 
                                      w_sign;
    assign flagz = ~|wres;
    assign salida = wres;
endmodule
```
==> impl_metrics.csv <==
group,metric,value,unit
run_status,status,"complete, no violations",
global_route,gr-total-overflow,0,
global_route,grt_usage,0.192,
setup_path,setup.worst_path.end_class,"output pin",
power_and_ir_drop,power,184,µW
clock_tree,postCtsSetupBuffers,0,
global_route,grt_pass1_wl,19500,µm
die,rows,40,
route,drt_iter0_drc,157,
power_and_ir_drop,switchingPower,97.0,µW
sta,setup_viol,0,
route,wirelength,12000,µm
route,detail-route-antenna-nets,0,
synthesis,ys_sh_mux,0.0173,
sta,slew_headroom,0.472,
power_and_ir_drop,peakVddDrop,0.0000123,V
setup_path,crit_required,15.28,ns
place,place.gp.congestion,0.911,
final_layout,final_core_util,0.398,
die,initial_utilization,0.307,
power_and_ir_drop,p_seq_frac,0,
sta,fin_setup_tns,0,ns
synthesis,yosys_warnings,0,
synthesis,top_cell_area_share,0.237,
die,die_height,113,µm
final_layout,final_layout_size_suffix_gt1_frac,0.0521,
sta,period_used_share,0.621,
die,boundaryPins,100,
hold_path,hold_path.startpoint,"a[29]",
setup_path,setup.worst_path.start,"aluop[0]",
final_layout,regArea,0,µm²
place,place_area,4780,µm²
route,vias_per_cell,5.21,
route,antenna_cells,0,
place,numPortBuffers,100,
final_layout,stdcell_area,4780,µm²
synthesis,synth_seq_share,0,
place,dp_slack,7.27,ns
final_layout,final_cells,761,
hold_path,min_path_cells,7,
synthesis,top_logic_kind,"AND-OR/OR-AND gates",
synthesis,aoi_share,0.328,
die,fp.dieW,113,µm
setup_path,path_class,"in2out",
route,num_vias,3964,
sta,timing.hold.ws,8.89,ns
global_route,grt_pass1_vias,3795,
hold_path,min_to,"salida[29]",
synthesis,adder_share,0.243,
place,post-place-cells,761,
sta,rsz0062_at_grt,"false",
power_and_ir_drop,powerDensity,38.4,nW/µm²
synthesis,netlist-cell-type-count,73,
setup_path,critical_path.cell_chain,"clkdlybuf4s50_1 -> buf_4 -> inv_2 -> nand2_2 -> o22ai_1 -> a2111oi_0 -> and4_1 -> nand4bb_1 -> nor4b_1 -> nand4b_1 -> nor4_2 -> and4bb_1 -> clkdlybuf4s50_1",
synthesis,yosys_cells,535,
sta,drv_slew,0,
die,core,12000,µm²
setup_path,worstSetupStartpointType,"primary input",
synthesis,ys_area,3690,µm²
power_and_ir_drop,cellLeakagePower,2.20,nW
power_and_ir_drop,pwr-share-comb,1.000,
route,drt_first_pass_iters,21,
synthesis,area_leaders,"ha_1 24%, xor2_1 10%, inv_1 7.1%, a21oi_1 5.4%, nand2_1 4.4%",
power_and_ir_drop,p_sw_frac,0.528,
final_layout,clkbuf_count,0,
sta,fmax,84.3,MHz
synthesis,top_area_cell,"ha_1",
synthesis,synth_cells,535,
setup_path,slowest_delay,0.49,ns
clock_tree,ctsHoldBuffers,0,
global_route,grt_antenna_before_repair,0,
setup_path,crit_path_top_delay_cell,"nand2_2",
route,drc,0,
synthesis,synth-xor-area-share,0.130,
global_route,grt_start_max_net_pins,46,
final_layout,syn_to_final_growth,29.5,%
setup_path,crit_fanout,45,
flow_run,max_cap_viol_count,0,
route,post_drt_wl_per_cell,15.8,µm
final_layout,design.seq.count,0,
place,dpl.hpwl,9850,µm
sta,hold_viol,0,
setup_path,path_common_cell,"clkdlybuf4s50_1",
die,dieArea,12800,µm²
synthesis,synth_area,3690,µm²
power_and_ir_drop,clock_power_share,0,
sta,period_needed,11.87,ns
sta,fin_ws,7.23,ns
synthesis,top_cells_by_count,"70 x ha_1, 70 x inv_1, 44 x xor2_1",
sta,tightest_slew,0.781,ns
synthesis,ys_sh_simple,0.176,
synthesis,avgSynthCellArea,6.90,µm²
hold_path,min_path_type,"in2out",
flow_run,warning_count,70,
power_and_ir_drop,p_int,86.6,µW
setup_path,critPathArrivalTime,8.05,ns
clock_tree,cts_resized,0,
==> cells in the final DEF (no fill, tap or decap), drive strengths merged, types with 3 or more instances in the layout <==
cell type / count
a211oi: 12
a21o: 14
a21oi: 42
a311oi: 4
a31o: 7
a31oi: 11
and3: 4
buf: 5
clkdlybuf4s50: 99
ha: 70
inv: 71
mux2i: 6
nand2: 44
nand3: 5
nand4: 6
nor2: 38
nor2b: 3
nor3: 8
nor4: 4
o211ai: 10
o21a: 7
o21ai: 31
o21bai: 4
o22ai: 11
o31ai: 3
or4: 3
xnor2: 11
xor2: 44
==> power by group through the flow <==
| stage | clock network [mW] | logic (mW) | registers (mW) |
|---|---|---|---|
| final | 0 | 0.184 | 0 |
| after global routing | 0 | 0.204 | 0 |
| after CTS | 0 | 0.185 | 0 |
==> layer usage <==
layer,GRT usage,wire (µm),vias up
met5,0,0,-
met4,0.0149,90,0
met3,0.0147,555,10
met2,0.341,5790,116
met1,0.266,5560,1791
li1,-,-,2047
==> area by class of cell <==
type | instances | area, µm²
well taps | 147 | 184
inverters | 72 | 270
multi-input cells | 438 | 3300
repair buffers | 104 | 1030
fillers | 1256 | 7230
==> worst max-delay path: cells and delay by family <==
family                 cells  cell delay, ns
AND-OR/OR-AND              2            0.57
AND/OR/NAND/NOR            7            1.94
buffers and inverters      4            1.66
==> how the worst max path moves through the flow <==
| stage | endpoint | slack [ns] | depth (start not counted) |
|---|---|---|---|
| 4_1_cts | flagz | 7.24 | 13 |
| 5_1_grt | flagz | 6.89 | 13 |
| 6_report | flagz | 7.23 | 13 |
==> cell families (layout without fill, tap and decap cells) <==
logic type	count (synthesis)	after routing
AOI/OAI and AO/OA	174	174
and+or+nand+nor	132	132
buffers and inverters	97	176
adders and majority gates	71	71
xor gates and xnor gates	55	55
muxes	6	6
No activity file was given, so power comes from the tool's default toggle rates.
