==> ./design.v <==
module ROM(
  address,   
  instruction  
);
  input  wire[31:0]  address;
  output wire[31:0]  instruction;
  wire[7:0] rom[0:127];
  assign {rom[3],rom[2],rom[1],rom[0]}     = 32'h8c040000;  
  assign {rom[7],rom[6],rom[5],rom[4]}     = 32'h8c050004;  
  assign {rom[11],rom[10],rom[9],rom[8]}   = 32'h8c060008;  
  assign {rom[15],rom[14],rom[13],rom[12]} = 32'h0c000006;  
  assign {rom[19],rom[18],rom[17],rom[16]} = 32'hac02000C;  
  assign {rom[23],rom[22],rom[21],rom[20]} = 32'h08000017;  
  assign {rom[27],rom[26],rom[25],rom[24]} = 32'h00008824;  
  assign {rom[31],rom[30],rom[29],rom[28]} = 32'h00004824;  
  assign {rom[35],rom[34],rom[33],rom[32]} = 32'h08000013;  
  assign {rom[39],rom[38],rom[37],rom[36]} = 32'h00099880;  
  assign {rom[43],rom[42],rom[41],rom[40]} = 32'h0093a020;  
  assign {rom[47],rom[46],rom[45],rom[44]} = 32'h8e8a0000;  
  assign {rom[51],rom[50],rom[49],rom[48]} = 32'h0800000e;  
  assign {rom[55],rom[54],rom[53],rom[52]} = 32'h01465022;  
  assign {rom[59],rom[58],rom[57],rom[56]} = 32'h0146082a;  
  assign {rom[63],rom[62],rom[61],rom[60]} = 32'h1020fffd;  
  assign {rom[67],rom[66],rom[65],rom[64]} = 32'h15400001;  
  assign {rom[71],rom[70],rom[69],rom[68]} = 32'h22310001;  
  assign {rom[75],rom[74],rom[73],rom[72]} = 32'h21290001;  
  assign {rom[79],rom[78],rom[77],rom[76]} = 32'h0125082a;  
  assign {rom[83],rom[82],rom[81],rom[80]} = 32'h1420fff4;  
  assign {rom[87],rom[86],rom[85],rom[84]} = 32'h00111025;  
  assign {rom[91],rom[90],rom[89],rom[88]} = 32'h03e00008;  
  genvar i;
  generate
    for(i=92;i<=127;i=i+4)
      assign {rom[i],rom[i+1],rom[i+2],rom[i+3]} = 0;
  endgenerate
  assign  instruction[7:0]   = rom[address];
  assign  instruction[15:8]  = rom[address+1];
  assign  instruction[23:16] = rom[address+2];
  assign  instruction[31:24] = rom[address+3];  
endmodule
==> ./run.sh <==
#!/bin/bash
# OpenROAD 26Q1-2900-gdf79404cd8, Yosys 0.63+post, stock flow scripts
make -C /OpenROAD-flow-scripts/flow DESIGN_CONFIG=/design/flow/config.mk WORK_HOME=/design/flow/orfs finish
==> ./config.mk <==
export PLATFORM = sky130hd
export DESIGN_NAME = ROM
export DESIGN_NICKNAME = ROM
export VERILOG_FILES = /design/flow/design.v
export SDC_FILE = /design/flow/constraint.sdc
export NUM_CORES = 4
export LEC_CHECK = 1
export CORE_UTILIZATION = 30
==> ./constraint.sdc <==
current_design ROM

set clk_period 3.4
set clk_io_pct 0.2

create_clock -name clk0 -period $clk_period

set non_clock_inputs [all_inputs -no_clocks]
set_input_delay [expr $clk_period * $clk_io_pct] -clock clk0 $non_clock_inputs
set_output_delay [expr $clk_period * $clk_io_pct] -clock clk0 [all_outputs]
==> metrics.cfg <==
[detailed_routing]
viasPerCell = 6.095
vias = 6491
wl_met3_um = 1928
post_drt_wl_per_cell_um = 18.99
ant_nets = 0
drt_iter0_drc = 771
m1WireLength_um = 9068
topRoutingLayerUsed = met4
antennaDiodeCount = 0
routed-wl-met2_um = 8821
first_pass_iters = 5
drc = 0
wl_um = 20220

[pwr]
power_density_nw_per_um2 = 187.3
power_frac_comb = 1.000
seqPwrFrac = 0
p_int_mw = 0.7364
switching_share = 0.4884
p_sw_mw = 0.7030
irDropWorstVdd_mv = 0.1101
p_leak_nw = 3.209
clkPwrFrac = 0

[final_timing]
clock.fmax_mhz = 288.5
max_slew_margin = 0.7080
finalMaxSlewViolations = 0
post-route-worst-setup-slack_ns = -0.06675
final.min_clock_period_ns = 3.467
finalHoldViolCount = 0
worst_slew_pin_slew_ns = 0.4347
min_period_over_period = 1.020
rsz0062_at_grt = true
setup_viol = 4

[die]
die_h_um = 119.9
rows = 42
dieWidth_um = 119.9
io_pins = 64
core_um2 = 13400
chip_area_um2 = 14370
floorplan.initialDensity = 0.3110

[critical_path]
arrival_ns = 2.79
cp-start-kind = primary input
cp_max_fo = 8
crit_type = in2out
worstPathRequired_ns = 2.72
end_kind = output port

[synthesis]
synthCells = 654
topCellsByArea = o21ai_0 (8.8%), a21oi_1 (6.8%), nand2_1 (6.7%), ha_1 (5.1%), nor2_1 (4.7%)
synth.most_common_cell = nand2_1
yosysTopAreaCell = o21ai_0
ys_seq_frac = 0
top_cell_area_share = 0.08766
synth_cell_types = 71
yosys_area_um2 = 4168
ys_warn_count = 1
ys_cells = 654
ys_top_cells_by_count = nand2_1 (74), o21ai_0 (73), a21oi_1 (57)
syn_area_um2 = 4168
postSynthAreaPerCell_um2 = 6.373

[cts]
cts_hold_buffers = 0

[placed_design]
preCtsSetupSlack_ns = -0.8825
placed_area_um2 = 6030
gp_congestion = 0.9868
hpwl_um = 13120
io_buffer_count = 39

[grt]
grt_pass1_wl_um = 30950
antenna_found_initial = 0
grt_max_degree = 42
track_usage = 0.2714
gr-total-overflow = 0
grt_pass1_vias = 5948

[job]
tool_warnings = 72
drv_cap = 0

[hold_path]
hold_path_startpoint = address[0]
hold-path-endpoint = instruction[17]
hold_path_depth = 5
hold_path_class = in2out

[run_status]
status = finished, violations left
failed_checks = negative setup slack

[finish]
fill_cells = 1057
syn2layout_area_growth_pct = 84.39
drive_above_1_share = 0.4668
nClkBuffers = 0
seq_cell_count = 0
regArea_um2 = 0
final_area_um2 = 7685

area by class of cell:
type | instances | area [um2] | area share
multi-input cells | 569 | 4571 | 0.5948
repair buffers | 310 | 2830 | 0.3683
well taps | 176 | 220.2 | 0.02866
inverters | 10 | 63.81 | 0.008303
power groups by stage:
stage	registers (mW)	clock network, mW	logic (mW)
finish	0	0	1.44
CTS	0	0	1.28
global route	0	0	1.52
routing by layer:
layer | vias up | GRT usage
li1 | 2954 | -
met1 | 3068 | 0.4090
met2 | 423 | 0.4007
met3 | 46 | 0.04126
met4 | 0 | 0.07500
met5 | - | 0
how the worst max path moves through the flow:
stage / slack (ns) / endpoint / start / cells past startpoint
CTS: -0.07 / instruction[31] / address[2] / 10
global route: -0.13 / instruction[14] / address[1] / 11
finish: -0.07 / instruction[0] / address[1] / 9
through the flow:
step	TNS (ns)	power (mW)	util	instances	hold slack, ns
floorplan	0	0.5784	-	654	1.643
global placement	-22.55	1.073	0.4500	1006	2.318
detailed placement	-22.93	1.070	0.4500	1006	2.318
CTS	-0.2110	1.283	0.5321	1041	2.205
global route	-0.7162	1.524	0.5735	1065	2.043
finish	-0.1242	1.439	0.5735	1065	2.023
layout by cell type (no fill, tap or decap), types with 6 or more instances in the layout:
master           synthesis  layout
o211ai_1                12      12
o21ai_0                 73      48
ha_4                     0      12
o22ai_1                 14      11
nand3_1                 25      24
buf_8                    0       7
buf_4                    6     217
o21ai_1                  2      21
nand2b_1                16      12
a31oi_1                 13      13
a311oi_1                10       6
xnor2_4                  2      12
a211oi_1                22      15
buf_12                   0      13
dlygate4sd2_1            0      11
nor2_1                  52      41
nor3_1                  21      19
a21oi_1                 57      55
xnor2_2                  8       7
nand2_2                  1       9
dlymetal6s2s_1           0       9
nand4_1                  6       6
nor2b_1                 10       6
a211oi_2                 0       7
o21ai_2                  0       6
nor2_2                   0       8
buf_6                    5      35
clkdlybuf4s50_1          0      12
nand2_1                 74      65
xnor2_1                 14       6
mux2i_1                 15      15
worst max-delay path: stages:
cell	delay, ns
buf_8	0.12
inv_4	0.09
buf_6	0.14
ha_4	0.23
buf_8	0.14
mux4_2	0.46
mux2_2	0.29
o22ai_2	0.14
clkdlybuf4s50_1	0.48
repair_timing:
action                                  in CTS  in global routing
buffers inserted                            33                 26
gates cloned                                 3                  0
pin swaps                                   49                 51
endpoints found under the setup margin      32                 25
gates resized                              186                 98
cells by family after synthesis:
group | after synthesis | synth area share
compound gates | 272 | 0.4317
xor+xnor | 33 | 0.1027
fa+ha+maj | 17 | 0.05103
buf+inv | 86 | 0.1015
mux | 19 | 0.05494
simple gates | 227 | 0.2582
Power figures rest on the tool's default switching activity, not on a simulated workload.
